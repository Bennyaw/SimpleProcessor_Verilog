==> design.v <==
module BCD_hex (Output,getValue);
	input [3:0]getValue;
	output reg [6:0]Output;
	always@(getValue)
		begin
			case(getValue)
			4'b0000 : Output = 7'b1000000;  
			4'b0001 : Output = 7'b1111001;  
			4'b0010 : Output = 7'b0100100;  
			4'b0011 : Output = 7'b0110000;  
			4'b0100	: Output = 7'b0011001;  
			4'b0101	: Output = 7'b0010010;  
			4'b0110 : Output = 7'b0000010;  
			4'b0111 : Output = 7'b1111000;  
			4'b1000 : Output = 7'b0000000;  
			4'b1001 : Output = 7'b0010000;  
			4'b1010 : Output = 7'b0001000;  
			4'b1011 : Output = 7'b0000011;  
			4'b1100 : Output = 7'b1000110;  
			4'b1101 : Output = 7'b0100001;  
			4'b1110 : Output = 7'b0000110;  
			4'b1111 : Output = 7'b0001110;  
			default
			Output = 7'b1111111;
			endcase
		end
endmodule
module ONEHZ_CLOCK (CLOCK_50, RESET, CLOCK1);
	input CLOCK_50;
	input [0:0] RESET;
	output reg [3:0] CLOCK1;
	integer count;
	always @ (posedge CLOCK_50, negedge RESET)
		if (~RESET)  
			begin
			count <= 8'd0;
			CLOCK1  <= 8'd0;			
			end
		else
	               if (count == 5000000)
				    begin
				    CLOCK1  <= ~CLOCK1;
				    count <= 8'd0;
				    end
			       else
				    begin
				    CLOCK1  <= CLOCK1;
				    count <= count + 1'd1;
				    end  
endmodule 
module RAM(clock,writeEn,address,ramOut,dataIn,reset);
	input clock,writeEn,reset;
	input [4:0]address;
	input [7:0]dataIn;
	output reg[7:0]ramOut;
	reg [7:0]RAM[31:0];
always@(posedge clock,negedge reset)
	if(!reset)begin
		RAM[5'b00000] <= 8'b10000000;
		RAM[5'b00001] <= 8'b01111111;
		RAM[5'b00010] <= 8'b10100100;
		RAM[5'b00011] <= 8'b11000001;
		RAM[5'b00100] <= 8'b11111111;
		RAM[5'b11111] <= 8'b00000001;
	end
	else
		if(writeEn)
			RAM[address] <= dataIn;
		else 
			ramOut <= RAM[address];
endmodule 
module controlUnit(irLoad,irIn,jmpMux,pcLoad,memInst,memWr,aLoad,aSel,
			sub,clock,reset,aEq0,aPos,halt,enter);
		input [2:0]irIn;
		input aEq0,aPos,enter;
		input clock,reset;
		output reg irLoad,jmpMux,pcLoad,memInst,memWr,aLoad,sub,halt;
		output reg [1:0]aSel;
		reg [3:0]state,next_state;
		parameter s0=4'd0, 	s1=4'd1,  s2=4'd2,  s3=4'd8,  s4=4'd9, s5=4'd10,
				  s6=4'd11, s7=4'd12, s8=4'd13, s9=4'd14, s10=4'd15;
always@(posedge clock, negedge reset)
	if(!reset)
		state<=s0;
	else
		state<=next_state;
always@(state or irIn or enter)
	case(state)
		s0 : next_state= s1;
		s1 : next_state= s2;
		s2 : if(irIn == 3'd0) 
				next_state= s3;
			 else if(irIn == 3'd1) 
				next_state= s4;
			 else if(irIn == 3'd2) 
				next_state= s5;
			 else if(irIn == 3'd3) 
				next_state= s6;
			 else if(irIn == 3'd4) 
				next_state= s7;
			 else if(irIn == 3'd5) 
				next_state= s8;
			 else if(irIn == 3'd6) 
				next_state= s9;
			 else if(irIn == 3'd7) 
				next_state= s10;
			 else 
				next_state= s0;
		s7 : if(enter)
				next_state= s0;
			 else
				next_state= s7;
		s3 : next_state= s0;
		s4 : next_state= s0;
		s5 : next_state= s0;
		s6 : next_state= s0;
		s8 : next_state= s0;
		s9 : next_state= s0;
		s10: next_state= s10;
		default : next_state= s0; 
	endcase
always@(state)
	case(state)
		s0 : begin 
			 irLoad=4'd0; jmpMux=4'd0; pcLoad=4'd0; memInst=4'd0; memWr=4'd0; 
			 aSel=2'b00; aLoad=4'd0; sub=4'd0; halt=4'd0;
			 end
		s1 : begin
			 irLoad=4'd1; jmpMux=4'd0; pcLoad=4'd1; memInst=4'd0; memWr=4'd0; 
			 aSel=2'b00; aLoad=4'd0; sub=4'd0; halt=4'd0;
			 end
		s2 : begin
			 irLoad=4'd0; jmpMux=4'd0; pcLoad=4'd0; memInst=4'd1; memWr=4'd0; 
			 aSel=2'b00; aLoad=4'd0; sub=4'd0; halt=4'd0;
			 end
		s3 : begin
			 irLoad=4'd0; jmpMux=4'd0; pcLoad=4'd0; memInst=4'd0; memWr=4'd0; 
			 aSel=2'b10; aLoad=4'd1; sub=4'd0; halt=4'd0;
			 end
		s4 : begin
			 irLoad=4'd0; jmpMux=4'd0; pcLoad=4'd0; memInst=4'd1; memWr=4'd1; 
			 aSel=2'b00; aLoad=4'd0; sub=4'd0; halt=4'd0;
			 end
		s5 : begin
			 irLoad=4'd0; jmpMux=4'd0; pcLoad=4'd0; memInst=4'd0; memWr=4'd0; 
			 aSel=2'b00; aLoad=4'd1; sub=4'd0; halt=4'd0;
			 end
		s6 : begin
			 irLoad=4'd0; jmpMux=4'd0; pcLoad=4'd0; memInst=4'd0; memWr=4'd0; 
			 aSel=2'b00; aLoad=4'd1; sub=4'd1; halt=4'd0;
			 end
		s7 : begin
			 irLoad=4'd0; jmpMux=4'd0; pcLoad=4'd0; memInst=4'd0; memWr=4'd0; 
			 aSel=2'b01; aLoad=4'd1; sub=4'd0; halt=4'd0;
			 end
		s8 : begin
			 irLoad=4'd0; jmpMux=4'd1; pcLoad=aEq0; memInst=4'd0; memWr=4'd0; 
			 aSel=2'b00; aLoad=4'd0; sub=4'd0; halt=4'd0;
			 end
		s9 : begin
			 irLoad=4'd0; jmpMux=4'd1; pcLoad=aPos; memInst=4'd0; memWr=4'd0; 
			 aSel=2'b00; aLoad=4'd0; sub=4'd0; halt=4'd0;
			 end
		s10: begin
			 irLoad=4'd0; jmpMux=4'd0; pcLoad=4'd0; memInst=4'd0; memWr=4'd0; 
			 aSel=2'b00; aLoad=4'd0; sub=4'd0; halt=4'd1;
			 end
	default: begin
			 irLoad=4'd0; jmpMux=4'd0; pcLoad=4'd0; memInst=4'd0; memWr=4'd0; 
			 aSel=2'b00; aLoad=4'd0; sub=4'd0; halt=4'd0;
			 end
	endcase
endmodule
module dataPath(clock,reset,irLoad,jmpMux,pcLoad,memInst,memWr,
				aSel,aLoad,sub,ir,aEq0,aPos,dataIn,dataOut);
	input wire clock,reset;
	input wire irLoad,jmpMux,pcLoad,memInst,memWr,aLoad,sub;
	input wire [1:0]aSel;	
	input wire[7:0]dataIn;
	output [7:0]dataOut;
	output [2:0]ir;
	output aEq0,aPos;
	wire [7:0]ramOut;
	wire [7:0]irOut;
	wire [4:0]pcAddress; 
	wire [4:0]pcIn;
	wire  [4:0]pcIncrement;
	wire [4:0]pcOut;
	wire [7:0]aOut;
	wire [7:0]aIn;
	wire [7:0]subOut;
	wire [3:0]OR1,OR2;
	mux4to1 aRegIn (aSel,subOut,dataIn,ramOut,aIn);
	assign dataOut[7:0] = aOut[7:0];
	assign subOut[7:0]  = sub?(aOut[7:0]-ramOut[7:0]):(aOut[7:0]+ramOut[7:0]);
	assign aPos = ~aOut[7];
	or(OR1,aOut[0],aOut[1],aOut[2],aOut[3]);
	or(OR2,aOut[4],aOut[5],aOut[6],aOut[7]);
	nor(aEq0,OR1,OR2);
	assign pcIncrement = pcOut + 5'd1;
	assign pcIn[4:0] = jmpMux?irOut[4:0]:pcIncrement[4:0];
	assign pcAddress[4:0] = memInst?irOut[4:0]:pcOut[4:0]; 
	assign ir[2:0] = irOut[7:5];
	RAM ram (clock,memWr,pcAddress,ramOut,aOut,reset);
	register_master #(.size(8))IR (.load(irLoad),.clear(reset),.clock(clock),.dataIn(ramOut),.dataOut(irOut));
	register_master #(.size(5))PC (.load(pcLoad),.clear(reset),.clock(clock),.dataIn(pcIn),.dataOut(pcOut));
	register_master #(.size(8))A  (.load(aLoad) ,.clear(reset),.clock(clock),.dataIn(aIn),.dataOut(aOut));
endmodule 
module hardware_dataPath(CLOCK_50,KEY,SW,LEDG,LEDR,HEX0,HEX1);
	input CLOCK_50;
	output [6:0]HEX0,HEX1;
	input [1:0]KEY;
	input [9:0]SW;
	output [7:0]LEDG;
	output [9:0]LEDR;
	wire clock,reset,enter,halt;
	wire [7:0]dataIn,dataOut;
	wire irLoad,jmpMux,pcLoad,memInst,memWr,aLoad,sub;
	wire [1:0]aSel;
	wire [2:0]IR;
	wire aEq0,aPos;
	ONEHZ_CLOCK c0 (CLOCK_50,KEY[0],clock);
	assign reset = KEY[0];
	assign enter = ~KEY[1];
	assign LEDG[7:7] = halt;
	assign LEDR[9:0] = SW[9:0];
	assign dataIn[7:0] = SW[7:0];
	controlUnit cu0 (irLoad,IR,jmpMux,pcLoad,memInst,memWr,aLoad,aSel,
					 sub,clock,reset,aEq0,aPos,halt,enter);
	dataPath    dp0 (clock,reset,irLoad,jmpMux,pcLoad,memInst,memWr,
					 aSel,aLoad,sub,IR,aEq0,aPos,dataIn,dataOut);
	BCD_hex b0		(HEX0,dataOut[3:0]);
	BCD_hex b1		(HEX1,dataOut[7:4]);
endmodule 
module mux4to1(sel,in0,in1,in2,out);
	input [1:0]sel;
	input [7:0]in0,in1,in2;
	output reg[7:0]out;
	always@(sel,in0,in1,in2)
	case(sel)
		2'b00:	out = in0;
		2'b01:	out = in1;
		2'b10:	out = in2;
	default: out = 8'bzzzzzzzz;
	endcase
endmodule 
module register_master(load,clear,clock,dataIn,dataOut);
	parameter size = 1;
	input load,clear,clock;
	input [size-1:0]dataIn;
	output reg [size-1:0]dataOut;
always@(posedge clock,negedge clear)
	if(!clear)
		dataOut <= 0;
	else 
		if(load)
			dataOut <= dataIn;
		else
			dataOut <= dataOut;
endmodule 
==> run.sh <==
#!/bin/bash
# OpenROAD 26Q1-2900-gdf79404cd8, Yosys 0.63+post, stock flow scripts
make -C /OpenROAD-flow-scripts/flow DESIGN_CONFIG=/design/flow/config.mk WORK_HOME=/design/flow/orfs finish
==> config.mk <==
export PLATFORM = sky130hd
export DESIGN_NAME = hardware_dataPath
export DESIGN_NICKNAME = hardware_dataPath
export VERILOG_FILES = /design/flow/design.v
export SDC_FILE = /design/flow/constraint.sdc
export NUM_CORES = 4
export LEC_CHECK = 1
export CORE_UTILIZATION = 50
==> constraint.sdc <==
current_design hardware_dataPath

set clk_period 6.1
set clk_io_pct 0.2

create_clock -name clk0 -period $clk_period [get_ports {CLOCK_50}]

set non_clock_inputs [all_inputs -no_clocks]
set_input_delay [expr $clk_period * $clk_io_pct] -clock clk0 $non_clock_inputs
set_output_delay [expr $clk_period * $clk_io_pct] -clock clk0 [all_outputs]
==> results.txt <==
run results: WL per Instance=27.2 um, Synth top cells by count=edfxtp_1 (216), nand2_1 (92), dfrtp_1 (89), nor2_1 (69), a22oi_1 (64), pre-CTS WS=2.70 ns, Layout Skew=roughly 0.0046 ns, worst-margin pin slew=between 0.8 and 0.9 ns, Antenna Violating Nets Remaining=0, status=complete, no violations, clock tree buffer depth=2, Crit path max-delay family=buffers and inverters, gpl congestion=slightly below 1, startpoint types=input pin, H-Tree Level Count=2, routed vias/inst=~6.2, GRT Residual Overflow=0, Die Span Y=~170 um, Seq/Total Area, Yosys=64.1%, Worst Path Arrival=2.18 ns, CP peak stage delay=0.48 ns, peak supply drop=roughly 0.16 mV, Yosys cell types=72, # resized after CTS=0, Worst Path Required=between 4 and 5 ns, area leader, netlist=edfxtp_1, vias in the first global route=~9300, Final Util=between 50% and 60%, synth-to-layout area growth=6.63%, Flop area=9350 um2, leakage dissipation=between 5 and 6 nW, first-pass GRT wire length=just over 60000 um, synth warn=17, OpenROAD warning count=36, Rel. slew slack=between 40 and 50%, FP Rows=a little over 60, number of enable flip-flop cells=216, setup_tns=0 ns, die width=173 um, Hold Crit Class=reg -> reg, Core Box Area=between 20000 and 30000 um2, Post-Route WL=between 40000 and 50000 um, Setup WS post-layout=2.70 ns, clk latency late pin=~0.27 ns, Tcrit/Tclk final=around 56%, residual DRC count=0, count leader, synth=edfxtp_1, die area=approximately 30000 um2, dpl cell area=between 15000 and 20000 um2, Async SR Flop Fraction=34.3%, Critical Path End Type=primary output, post-route cell area=15600 um2, Post-DP HPWL=around 29000 um, CP Class=in -> out, max cap viols=0, syn_area_per_cell=approximately 13 um2, register pins left without a clock=296, Clock transition at path regs=approximately 0.05 ns, Setup Buffers After CTS=0, synthesized area=roughly 15000 um2, largest net degree at the start of global routing=~90, Commonest flop=edfxtp_1, share of layout cells above drive strength 1=about an eighth, Filler Cell Count=roughly 2400, drt initial violations=roughly 600, yosys stat area=14600 um2, Total GRT Usage=just over 30%, total CTS buffers=5, Top cells by area=edfxtp_1 (44%), dfrtp_1 (15%), dfstp_2 (4.3%), Port Buffers=33, FP Core Util=50.8%, Top cell area share=between 40% and 50%, diode count=0, CTS tree=built, slowest CP cell=clkdlybuf4s50_1, Crit Path Max Fanout=2, endpoints left unconstrained=around 530, final hold viol count=0, initial antenna violation count=1, final slew viol count=0, IO Count=45, fmax=roughly 0.29 GHz, number of cells in Yosys stat=1103, PwrDens=31.6 nW/um2, ys flops=approximately 330, Mapped Cells=between 1000 and 1500, Tmin final=3.40 ns, RSZ-0062 raised after global routing=no, crit-path cells=clkdlybuf4s50_1 -> clkdlybuf4s50_1, Root Driver=clkbuf_16, final tally of setup violations=0, First-pass DRT Iterations=5, CTS Hold Buffers Added=0, Critical path buffers and inverters=2, Via Count=around 9400, hold_ws=about 0.48 ns, Combinational Area=between 4000 and 5000 um2, crit-path most repeated cell=clkdlybuf4s50_1
[cells in the final DEF (no fill, tap or decap), types with 25 or more instances in the layout]
cell and instances:
nand2_1 92, inv_1 25, dfrtp_1 86, nor2_1 69, xnor2_1 27, edfxtp_1 216, mux2_2 27, a22oi_1 64
buf_4 47, clkdlybuf4s50_1 32, o21ai_0 52
[stage by stage]
stage                     cells  total power, mW
final                      1513            0.491
after global routing       1513            0.510
after CTS                  1513            0.500
after detailed placement   1505            0.255
after global placement     1505            0.255
after floorplan            1109            0.233
[final timing paths]
| kind | endpoint | cells after the start | startpoint | slack (ns) |
|---|---|---|---|---|
| max reg2reg | c0.count[31] | 7 | c0.count[2] | 3.69 |
| min reg2reg | c0.count[31] | 1 | c0.count[31] | 0.48 |
| min in group asynchronous | c0.count[7] | 2 | KEY[0] | 1.36 |
| max in group asynchronous | c0.CLOCK1[0] | 2 | KEY[0] | 4.39 |
| max | LEDR[5] | 2 | SW[5] | 2.70 |
| min | c0.count[31] | 1 | c0.count[31] | 0.48 |
[where the power goes]
group	internal [mW]	switching, mW	total, mW
sequential	0.221	0	0.221
combinational	0.0108	0.0187	0.0295
clock	0.162	0.0789	0.241
[layout make-up]
cell class                 instances  area share (%)
tap                              384            3.09
sequential                       329            60.1
timing repair buffer              79            4.33
clock buffer                       8           0.941
inverter                          25           0.603
multi-input combinational        688            30.9
[cell families after synthesis]
| group | synth area share (%) |
|---|---|
| AOI/OAI and AO/OA | 12.5 |
| and+or+nand+nor | 12.4 |
| other | 0.0257 |
| muxes | 2.87 |
| DFF | 64.1 |
| buffers and inverters | 3.34 |
| xor gates and xnor gates | 2.58 |
| adders and majority gates | 2.20 |
[flip-flops by register name (all words and copies together), names as in the netlist]
register and cells:
cu0.state 11, dp0.PC.dataOut 5, c0.CLOCK1 1, c0.count 32, dp0.ram.ramOut 8, dp0.A.dataOut 8, dp0.ram.RAM 256, dp0.IR.dataOut 8
[layer usage]
metal | share of wire, % | vias to the layer above | track usage [%]
li1 | - | 4230 | -
met1 | 40 | 4627 | 47.1
met2 | 44 | 452 | 42.4
met3 | 14 | 59 | 16.6
met4 | 2.8 | 4 | 6.75
met5 | 0.17 | - | 1.44
Power is estimated from default activity; no workload was simulated.
