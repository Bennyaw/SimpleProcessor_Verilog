==> ./design.v <==
module RAM(clock,writeEn,address,ramOut,dataIn,reset);
	input clock,writeEn,reset;
	input [4:0]address;
	input [7:0]dataIn;
	output reg[7:0]ramOut;
	reg [7:0]RAM[31:0];
always@(posedge clock,negedge reset)
	if(!reset)begin
		RAM[5'b00000] <= 8'b10000000;
		RAM[5'b00001] <= 8'b01111111;
		RAM[5'b00010] <= 8'b10100100;
		RAM[5'b00011] <= 8'b11000001;
		RAM[5'b00100] <= 8'b11111111;
		RAM[5'b11111] <= 8'b00000001;
	end
	else
		if(writeEn)
			RAM[address] <= dataIn;
		else 
			ramOut <= RAM[address];
endmodule 
module controlUnit(irLoad,irIn,jmpMux,pcLoad,memInst,memWr,aLoad,aSel,
			sub,clock,reset,aEq0,aPos,halt,enter);
		input [2:0]irIn;
		input aEq0,aPos,enter;
		input clock,reset;
		output reg irLoad,jmpMux,pcLoad,memInst,memWr,aLoad,sub,halt;
		output reg [1:0]aSel;
		reg [3:0]state,next_state;
		parameter s0=4'd0, 	s1=4'd1,  s2=4'd2,  s3=4'd8,  s4=4'd9, s5=4'd10,
				  s6=4'd11, s7=4'd12, s8=4'd13, s9=4'd14, s10=4'd15;
always@(posedge clock, negedge reset)
	if(!reset)
		state<=s0;
	else
		state<=next_state;
always@(state or irIn or enter)
	case(state)
		s0 : next_state= s1;
		s1 : next_state= s2;
		s2 : if(irIn == 3'd0) 
				next_state= s3;
			 else if(irIn == 3'd1) 
				next_state= s4;
			 else if(irIn == 3'd2) 
				next_state= s5;
			 else if(irIn == 3'd3) 
				next_state= s6;
			 else if(irIn == 3'd4) 
				next_state= s7;
			 else if(irIn == 3'd5) 
				next_state= s8;
			 else if(irIn == 3'd6) 
				next_state= s9;
			 else if(irIn == 3'd7) 
				next_state= s10;
			 else 
				next_state= s0;
		s7 : if(enter)
				next_state= s0;
			 else
				next_state= s7;
		s3 : next_state= s0;
		s4 : next_state= s0;
		s5 : next_state= s0;
		s6 : next_state= s0;
		s8 : next_state= s0;
		s9 : next_state= s0;
		s10: next_state= s10;
		default : next_state= s0; 
	endcase
always@(state)
	case(state)
		s0 : begin 
			 irLoad=4'd0; jmpMux=4'd0; pcLoad=4'd0; memInst=4'd0; memWr=4'd0; 
			 aSel=2'b00; aLoad=4'd0; sub=4'd0; halt=4'd0;
			 end
		s1 : begin
			 irLoad=4'd1; jmpMux=4'd0; pcLoad=4'd1; memInst=4'd0; memWr=4'd0; 
			 aSel=2'b00; aLoad=4'd0; sub=4'd0; halt=4'd0;
			 end
		s2 : begin
			 irLoad=4'd0; jmpMux=4'd0; pcLoad=4'd0; memInst=4'd1; memWr=4'd0; 
			 aSel=2'b00; aLoad=4'd0; sub=4'd0; halt=4'd0;
			 end
		s3 : begin
			 irLoad=4'd0; jmpMux=4'd0; pcLoad=4'd0; memInst=4'd0; memWr=4'd0; 
			 aSel=2'b10; aLoad=4'd1; sub=4'd0; halt=4'd0;
			 end
		s4 : begin
			 irLoad=4'd0; jmpMux=4'd0; pcLoad=4'd0; memInst=4'd1; memWr=4'd1; 
			 aSel=2'b00; aLoad=4'd0; sub=4'd0; halt=4'd0;
			 end
		s5 : begin
			 irLoad=4'd0; jmpMux=4'd0; pcLoad=4'd0; memInst=4'd0; memWr=4'd0; 
			 aSel=2'b00; aLoad=4'd1; sub=4'd0; halt=4'd0;
			 end
		s6 : begin
			 irLoad=4'd0; jmpMux=4'd0; pcLoad=4'd0; memInst=4'd0; memWr=4'd0; 
			 aSel=2'b00; aLoad=4'd1; sub=4'd1; halt=4'd0;
			 end
		s7 : begin
			 irLoad=4'd0; jmpMux=4'd0; pcLoad=4'd0; memInst=4'd0; memWr=4'd0; 
			 aSel=2'b01; aLoad=4'd1; sub=4'd0; halt=4'd0;
			 end
		s8 : begin
			 irLoad=4'd0; jmpMux=4'd1; pcLoad=aEq0; memInst=4'd0; memWr=4'd0; 
			 aSel=2'b00; aLoad=4'd0; sub=4'd0; halt=4'd0;
			 end
		s9 : begin
			 irLoad=4'd0; jmpMux=4'd1; pcLoad=aPos; memInst=4'd0; memWr=4'd0; 
			 aSel=2'b00; aLoad=4'd0; sub=4'd0; halt=4'd0;
			 end
		s10: begin
			 irLoad=4'd0; jmpMux=4'd0; pcLoad=4'd0; memInst=4'd0; memWr=4'd0; 
			 aSel=2'b00; aLoad=4'd0; sub=4'd0; halt=4'd1;
			 end
	default: begin
			 irLoad=4'd0; jmpMux=4'd0; pcLoad=4'd0; memInst=4'd0; memWr=4'd0; 
			 aSel=2'b00; aLoad=4'd0; sub=4'd0; halt=4'd0;
			 end
	endcase
endmodule
module dataPath(clock,reset,irLoad,jmpMux,pcLoad,memInst,memWr,
				aSel,aLoad,sub,ir,aEq0,aPos,dataIn,dataOut);
	input wire clock,reset;
	input wire irLoad,jmpMux,pcLoad,memInst,memWr,aLoad,sub;
	input wire [1:0]aSel;	
	input wire[7:0]dataIn;
	output [7:0]dataOut;
	output [2:0]ir;
	output aEq0,aPos;
	wire [7:0]ramOut;
	wire [7:0]irOut;
	wire [4:0]pcAddress; 
	wire [4:0]pcIn;
	wire  [4:0]pcIncrement;
	wire [4:0]pcOut;
	wire [7:0]aOut;
	wire [7:0]aIn;
	wire [7:0]subOut;
	wire [3:0]OR1,OR2;
	mux4to1 aRegIn (aSel,subOut,dataIn,ramOut,aIn);
	assign dataOut[7:0] = aOut[7:0];
	assign subOut[7:0]  = sub?(aOut[7:0]-ramOut[7:0]):(aOut[7:0]+ramOut[7:0]);
	assign aPos = ~aOut[7];
	or(OR1,aOut[0],aOut[1],aOut[2],aOut[3]);
	or(OR2,aOut[4],aOut[5],aOut[6],aOut[7]);
	nor(aEq0,OR1,OR2);
	assign pcIncrement = pcOut + 5'd1;
	assign pcIn[4:0] = jmpMux?irOut[4:0]:pcIncrement[4:0];
	assign pcAddress[4:0] = memInst?irOut[4:0]:pcOut[4:0]; 
	assign ir[2:0] = irOut[7:5];
	RAM ram (clock,memWr,pcAddress,ramOut,aOut,reset);
	register_master #(.size(8))IR (.load(irLoad),.clear(reset),.clock(clock),.dataIn(ramOut),.dataOut(irOut));
	register_master #(.size(5))PC (.load(pcLoad),.clear(reset),.clock(clock),.dataIn(pcIn),.dataOut(pcOut));
	register_master #(.size(8))A  (.load(aLoad) ,.clear(reset),.clock(clock),.dataIn(aIn),.dataOut(aOut));
endmodule 
module mux4to1(sel,in0,in1,in2,out);
	input [1:0]sel;
	input [7:0]in0,in1,in2;
	output reg[7:0]out;
	always@(sel,in0,in1,in2)
	case(sel)
		2'b00:	out = in0;
		2'b01:	out = in1;
		2'b10:	out = in2;
	default: out = 8'bzzzzzzzz;
	endcase
endmodule 
module processor(clock,reset,enter,dataIn,dataOut,halt);
	input clock,reset,enter;
	input [7:0]dataIn;
	output wire [7:0]dataOut;
	output wire halt;
	wire irLoad,jmpMux,pcLoad,memInst,memWr,aLoad,sub;
	wire [1:0]aSel;
	wire [2:0]IR;
	wire aEq0,aPos;
	controlUnit cu0 (irLoad,IR,jmpMux,pcLoad,memInst,memWr,aLoad,aSel,
					         sub,clock,reset,aEq0,aPos,halt,enter);
	dataPath    dp0 (clock,reset,irLoad,jmpMux,pcLoad,memInst,memWr,
					         aSel,aLoad,sub,IR,aEq0,aPos,dataIn,dataOut);
endmodule 
module register_master(load,clear,clock,dataIn,dataOut);
	parameter size = 1;
	input load,clear,clock;
	input [size-1:0]dataIn;
	output reg [size-1:0]dataOut;
always@(posedge clock,negedge clear)
	if(!clear)
		dataOut <= 0;
	else 
		if(load)
			dataOut <= dataIn;
		else
			dataOut <= dataOut;
endmodule 
==> ./run.sh <==
#!/bin/bash
# OpenROAD 26Q1-2900-gdf79404cd8, Yosys 0.63+post, stock flow scripts
make -C /OpenROAD-flow-scripts/flow DESIGN_CONFIG=/design/flow/config.mk WORK_HOME=/design/flow/orfs finish
==> ./config.mk <==
export PLATFORM = sky130hd
export DESIGN_NAME = processor
export DESIGN_NICKNAME = processor
export VERILOG_FILES = /design/flow/design.v
export SDC_FILE = /design/flow/constraint.sdc
export NUM_CORES = 4
export LEC_CHECK = 1
export CORE_UTILIZATION = 50
==> ./constraint.sdc <==
current_design processor

set clk_period 4.3
set clk_io_pct 0.2

create_clock -name clk0 -period $clk_period [get_ports {clock}]

set non_clock_inputs [all_inputs -no_clocks]
set_input_delay [expr $clk_period * $clk_io_pct] -clock clk0 $non_clock_inputs
set_output_delay [expr $clk_period * $clk_io_pct] -clock clk0 [all_outputs]
==> impl_metrics.tcl <==
# place-and-route summary
set metrics [dict create \
    outcome "complete, no violations" \
    clock-sinks 296 \
    yosys_cells 827 \
    simple_gate_share 0.09062 \
    reg2reg_from "cu0.state[7]$_DFF_PN0_" \
    dp_hpwl_mm 23.37 \
    skew_ns 0.05601 \
    diodes 0 \
    numSynthFlops 296 \
    grt_pass1_wl_mm 52.67 \
    syn_area_um2 12320 \
    rrSetupSlack_ns 0.45 \
    post_cts_resized 0 \
    hold_path_depth 0 \
    total_power_mw 9.969 \
    edf_count 216 \
    netlist_top_cells_count "216 x edfxtp_1, 56 x dfrtp_1, 51 x mux2_2, 48 x a22oi_1, 38 x nand2_1" \
    dp_cells 1196 \
    clkTransAtPathRegs_ns 0.06 \
    grt.overflow.total 0 \
    arrival_ns 4.14 \
    port_buffers 19 \
    adder_share 0.01382 \
    finalInstanceArea_um2 14180 \
    root_buffer "clkbuf_16" \
    die_w_um 158.9 \
    worst_pin_slew_ns 1.131 \
    synthToLayoutAreaGrowth_pct 15.14 \
    clk_latency_ns 0.59 \
    synth_cell_type_count 62 \
    ys_chip_area_um2 12320 \
    cpMaxStageDelayCell "nand2_1" \
    ys_top_cells_by_area "edfxtp_1 53%, dfrtp_1 11%, dfstp_2 5.1%" \
    hold_class "flip-flop to flip-flop" \
    post_cts_buffers 0 \
    top_logic_kind "AND-OR/OR-AND gates" \
    dominantRegCellSynth "edfxtp_1" \
    period_minus_slack_ns 3.849 \
    track_usage 0.3127 \
    hold_start "cu0.state[0]$_DFF_PN1_" \
    top_area_frac 0.5267 \
    firstDrtPassIters 5 \
    antenna_found_initial 1 \
    rsz0062_at_grt "false" \
    fin_crit_sh 0.8950 \
    cts_max_level 1 \
    top_cell "edfxtp_1" \
    drive_above_1_share 0.2134 \
    grt_max_degree 48 \
    setup_viol 0 \
    grt_pass1_vias 8316 \
    max-vdd-ir-drop_uv 682.8 \
    crit_buf_inv 0 \
    wl_mm 34.97 \
    r2r-end "dp0.ram.ramOut[0]$_DFFE_PP_" \
    layout.cells.non_filler 1252 \
    row_count 57 \
    tool_warnings 27 \
    cp_cell_sequence "or3b_1 > nand2_1 > nor3_1 > a22o_1 > a221oi_1 > nand4_1 > a211o_1" \
    drv_cap 0 \
    final_hold_viol_count 0 \
    crit_required_ns 4.59 \
    gp_congestion 0.9972 \
    finalSetupTns_ns 0 \
    drc 0 \
    syn_area_per_cell_um2 14.89 \
    cts_hold_buf 0 \
    power_per_cell_area_nw_per_um2 703.1 \
    initial_utilization 0.5079 \
    core_um2 24250 \
    via_per_inst 6.394 \
    ant_nets 0 \
    mux_share 0.04907 \
    async_flop_share 0.2703 \
    vias 8005 \
    path_delay_family "simple AND/OR/NAND/NOR gates" \
    ys_seq_frac 0.6917 \
    relSlewSlack 0.2411 \
    dpl-instance-area_um2 13170 \
    fmax_ghz 0.2598 \
    aoi_share 0.1286 \
    maxSlewViolCount 0 \
    r2r_cells 7 \
    numCtsBuffers 30 \
    ios 20 \
    cts_tree "done" \
    crit_type "flip-flop to flip-flop" \
    utilization 0.5848 \
    top_area_cell "edfxtp_1" \
    synthCells 827 \
    end_kind "flip-flop" \
    p_leak_nw 4.993 \
    drt_iter0_markers 780 \
    slowest_delay_ns 0.67 \
    wire_per_inst_um 27.93 \
    xor_area_frac 0.008534 \
    cp-start-kind "flip-flop" \
    die_h_um 158.9 \
    crit_fanout 22 \
    clk_path_buf_depth 3 \
    yosys_warnings 7 \
    whs_endpoint "cu0.state[6]$_DFF_PN0_" \
    die-area_um2 25260 \
]
==> registers in the layout (all words and copies together) (netlist names) <==
name,count
cu0.state,11
dp0.A.dataOut,8
dp0.IR.dataOut,8
dp0.PC.dataOut,5
dp0.ram.RAM,256
dp0.ram.ramOut,8
==> routing by layer <==
| metal | global-route usage | vias to the layer above | routed length [um] |
|---|---|---|---|
| li1 | - | 3497 | - |
| met1 | 0.4490 | 3931 | 12690 |
| met2 | 0.4354 | 493 | 15720 |
| met3 | 0.1738 | 84 | 4932 |
| met4 | 0.1101 | 0 | 1632 |
| met5 | 0 | - | 0 |
==> layout by cell type (no fill, tap or decap), types with 14 or more instances in the layout <==
master           netlist  final
edfxtp_1             216    216
nand3_1               15     15
clkdlybuf4s50_1        0     18
nor4_1                21     21
dfstp_2               24     24
nor2_1                29     29
dfrtp_1               56     56
a21oi_1               25     25
nand2_1               38     38
o21ai_0               22     22
nand4_1               14     14
a221oi_1              33     33
clkbuf_16              0     31
mux2_2                51     51
a22oi_1               48     48
nor3_1                33     33
buf_4                  3     58
a22o_1                36     36
==> worst reg2reg max path, cell delays in order, from the launching register on <==
cell      delay, ns
dfrtp_1        0.58
or3b_1         0.47
nand2_1        0.67
nor3_1         0.41
a22o_1         0.33
a221oi_1       0.52
nand4_1        0.31
a211o_1        0.30
==> per-stage QoR <==
step | hold WS, ns | setup WS, ns
after detailed placement | 0.3825 | 0.6464
after CTS | 0.3947 | 0.5955
after global placement | 0.3834 | 0.6781
after global routing | 0.3978 | 0.3987
after floorplan | 0.3793 | 1.515
final | 0.3944 | 0.4515
==> final cells by class <==
| class | instances | area, um^2 |
|---|---|---|
| fill | 1805 | 10070 |
| sequential | 296 | 8518 |
| multi-input combinational | 486 | 3580 |
| clock buffer | 43 | 860.8 |
| timing repair buffer | 76 | 615.6 |
| tap | 324 | 405.4 |
| clock inverter | 13 | 147.6 |
| inverter | 14 | 52.55 |
==> power by group <==
part	switching, mW	total (mW)	internal, mW
combinational	2.15	3.30	1.15
clock	1.09	2.60	1.52
sequential	0.358	4.07	3.71
==> cell families after synthesis <==
| group | count (synthesis) |
|---|---|
| mux | 54 |
| buf+inv | 45 |
| xor+xnor | 12 |
| compound gates | 208 |
| simple gates | 199 |
| flops | 296 |
| fa+ha+maj | 13 |
==> worst max-delay path by stage <==
stage                                  start                           to  slack (ns)  depth (start not counted)
final                 cu0.state[7]$_DFF_PN0_  dp0.ram.ramOut[0]$_DFFE_PP_        0.45                          7
after global routing  cu0.state[7]$_DFF_PN0_  dp0.ram.ramOut[0]$_DFFE_PP_        0.40                          7
after CTS             cu0.state[7]$_DFF_PN0_  dp0.ram.ramOut[0]$_DFFE_PP_        0.60                          7
No activity file was given, so power comes from the tool's default toggle rates.
